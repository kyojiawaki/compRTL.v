==> flow/design.v <==
`timescale 1ns / 1ps
module alu(alu_out, accum, data, opcode);
    input[7:0] accum, data;
    input[2:0] opcode;
    output reg[7:0] alu_out;
    always @(accum or data or opcode) begin
        case (opcode)
            3'b000 :alu_out <= accum & data;
            3'b001  :alu_out <= accum | data;
            3'b010 :alu_out <= ~accum;
            3'b011 :alu_out <= accum ^ data;
            3'b100 :alu_out <= accum + data;
            3'b101 :alu_out <= accum - data;
            3'b110 :alu_out <= accum;
            3'b111 :alu_out <= data;
            default: alu_out <= 8'bxxxxxxxx;
        endcase
    end
endmodule
==> flow/run.sh <==
#!/bin/bash
# OpenROAD 26Q1-2900-gdf79404cd8, Yosys 0.63+post, stock flow scripts
make -C /OpenROAD-flow-scripts/flow DESIGN_CONFIG=/design/flow/config.mk WORK_HOME=/design/flow/orfs finish
==> flow/config.mk <==
export PLATFORM = sky130hd
export DESIGN_NAME = alu
export DESIGN_NICKNAME = alu
export VERILOG_FILES = /design/flow/design.v
export SDC_FILE = /design/flow/constraint.sdc
export NUM_CORES = 4
export LEC_CHECK = 1
export CORE_AREA = 10 10 83 83
export DIE_AREA = 0 0 93 93
==> flow/constraint.sdc <==
current_design alu

set clk_period 4.9
set clk_io_pct 0.2

create_clock -name clk0 -period $clk_period

set non_clock_inputs [all_inputs -no_clocks]
set_input_delay [expr $clk_period * $clk_io_pct] -clock clk0 $non_clock_inputs
set_output_delay [expr $clk_period * $clk_io_pct] -clock clk0 [all_outputs]
==> reports/qor.yml <==
outcome: "finished, final reports clean"
n_fill_cell: 578
switching_power_uw: 82.5
ant_nets: 0
period_needed_ps: 4760
ys_cells: 171
n_antenna_cell: 0
max_slew.worst_pin.slew_ps: 426
port_buffers: 27
vias: 1230
cellLeakagePower_uw: 0.000771
endpoint_kind: "output pin"
p_int_uw: 103
via_per_inst: 4.49
synth_cell_types: 46
yosys.stat.seqShare: 0
finalCritPeriodShare: 0.971
first_pass_iters: 4
dpl.cell_count: 271
synth_cells: 171
drtIter0Drc: 62
cp_slowest_cell: "clkdlybuf4s50_1"
critPathMaxStageDelay_ps: 490
critPathLaunch: "opcode[1]"
cp_max_fo: 6
drc_errors: 0
yosys_area_um2: 1240
setup_violations: 0
grt.overflow.total: 0
slew_viol_final: 0
drive_gt1_frac: 0.167
synth_area_um2: 1240
mostFrequentLayoutCells: "clkdlybuf4s50_1, ha_1, inv_1"
coreArea_um2: 5140
grt_antenna_before_repair: 0
ff_count: 0
fin_cells: 274
p_sw_frac: 0.443
grt_pass1_wl_um: 5660
hpwl_um: 2620
cp.arrival_ps: 3780
seqPwrFrac: 0
worst-setup-path-type: "primary input to output pin"
ios: 27
p_total_uw: 186
hold_depth: 5
p_per_area_nw_per_um2: 110
finalSetupTns_ps: 0
cpMostUsedCell: "clkdlybuf4s50_1"
avgRoutedWirePerCell_um: 12.3
fmax_mhz: 210
grt_start_max_net_pins: 29
clkPwrFrac: 0
worstPathRequired_ps: 3920
die_w_um: 93
die_height_um: 93
gp_congestion: 0.830
regArea_um2: 0
final_common_cell: "clkdlybuf4s50_1"
relSlewSlack: 0.715
cap_violations: 0
area_growth_pct: 36.3
start_kind: "primary input"
grt_pass1_vias: 1159
grt.total_usage: 0.0763
combPwrFrac: 1.000
hp-class: "primary input to output pin"
rows: 26
clockBufferCount: 0
die_area_um2: 8650
finalHoldViolCount: 0
worstHoldStart: "opcode[1]"
tool_warnings: 41
rsz0062_at_grt: "no"
synth_warnings: 1
path_cells: "clkdlybuf4s50_1 > and3b_2 > buf_6 > or2_2 > xnor2_2 > ha_1 > buf_4 > and4_1 > a21oi_2 > xnor2_1 > a21oi_1 > clkdlybuf4s50_1"
peakVddDrop_uv: 29.3
initCoreUtil: 0.241
routed_wl_um: 3370
avgSynthCellArea_um2: 7.24
-- worst paths after layout --
check | to | slack [ps]
worst min-delay path | alu_out[4] | 3030
worst max-delay path | alu_out[7] | 140
-- layer usage --
metal | up-vias | GRT usage | part of all wire
met5 | - | 0 | 0
met4 | 0 | 0 | 0
met3 | 0 | 0.00565 | 0.033
met2 | 20 | 0.123 | 0.44
met1 | 541 | 0.115 | 0.52
li1 | 669 | - | -
-- cells by family (layout without fill, tap and decap cells) --
kind of cell	after synthesis	after routing	share of synthesized area
AOI/OAI and AO/OA	51	51	0.268
adders and majority gates	25	25	0.259
muxes	7	7	0.0688
buffers and inverters	31	64	0.129
and+or+nand+nor	47	47	0.204
xor gates and xnor gates	10	10	0.0708
-- Yosys cell counts, types with 2 or more instances --
library cell | number | share of area
or3_1 | 2 | 0.010
and3b_1 | 2 | 0.014
mux2_2 | 2 | 0.018
a21o_1 | 2 | 0.012
nor2_1 | 14 | 0.042
buf_2 | 5 | 0.020
ha_1 | 24 | 0.24
a21oi_1 | 16 | 0.065
inv_1 | 20 | 0.061
o22ai_1 | 2 | 0.010
a22oi_1 | 2 | 0.012
a31oi_1 | 2 | 0.010
xnor2_1 | 9 | 0.064
o21ai_0 | 11 | 0.044
a211oi_1 | 2 | 0.012
mux2i_1 | 4 | 0.032
a221oi_1 | 3 | 0.021
nand3b_1 | 2 | 0.012
clkbuf_1 | 2 | 0.0061
nor2b_1 | 5 | 0.025
nand2_1 | 12 | 0.036
clkbuf_8 | 3 | 0.033
o211ai_1 | 2 | 0.012
-- through the flow --
stage	hold slack [ps]	util	instance area, µm²	setup slack, ps
CTS	3040	0.316	1630	23.1
global route	3100	0.328	1690	2.77
finish	3030	0.328	1690	143
detailed placement	3120	0.314	1620	-53.0
global placement	3140	0.314	1620	-41.9
floorplan	2150	-	1240	891
-- critical path, delay by kind of cell --
family                     cells  cell delay [ps]
buffers and inverters          4             1260
adders and majority gates      1              300
and+or+nand+nor                3              740
AOI/OAI and AO/OA              2              290
xor gates and xnor gates       2              210
-- power groups by stage --
| stage | clock [µW] | sequential (µW) | combinational, µW |
|---|---|---|---|
| after global routing | 0 | 0 | 210 |
| after CTS | 0 | 0 | 178 |
| final | 0 | 0 | 186 |
-- layout make-up --
class                      instances  area [µm²]  share of cell area
inverter                          20        75.1              0.0445
multi-input combinational        140        1120               0.666
tap                               70        87.6              0.0519
timing repair buffer              44         400               0.237
-- what timing repair did --
| action | in CTS | in global routing |
|---|---|---|
| endpoints found under the setup margin | 1 | 3 |
| endpoints found under the hold margin | 0 | 0 |
| resized | 3 | 9 |
| buffers inserted | 1 | 2 |
| hold buffers | 0 | 0 |
| pin swaps | 2 | 7 |
Power and IR drop assume default switching activity.
