File: /design/flow/config.mk
export PLATFORM = sky130hd
export DESIGN_NAME = regfile
export DESIGN_NICKNAME = regfile
export VERILOG_FILES = /design/flow/design.v
export SDC_FILE = /design/flow/constraint.sdc
export NUM_CORES = 4
export LEC_CHECK = 1
export CORE_UTILIZATION = 30
File: /design/flow/constraint.sdc
current_design regfile

set clk_period 2.9
set clk_io_pct 0.2

create_clock -name clk0 -period $clk_period [get_ports {clk}]

set non_clock_inputs [all_inputs -no_clocks]
set_input_delay [expr $clk_period * $clk_io_pct] -clock clk0 $non_clock_inputs
set_output_delay [expr $clk_period * $clk_io_pct] -clock clk0 [all_outputs]
File: /design/flow/design.v
`timescale 1ns / 1ps
module regfile(d, n, w, clk, rst, q);
    input[7:0] d;
    input[2:0] n;
    input w, clk, rst;
    output[7:0] q;
    reg[7:0] regf[0:7];
    integer i;
    always @(posedge clk) begin
        if(rst == 1'b0)
            for(i=0; i<8; i=i+1)
                regf[i] <= 8'b00000000;
        else if(w == 1'b1)
            regf[n] <= d;
    end
    assign q = regf[n];
endmodule
File: /design/flow/run.sh
#!/bin/bash
# OpenROAD 26Q1-2900-gdf79404cd8, Yosys 0.63+post, stock flow scripts
make -C /OpenROAD-flow-scripts/flow DESIGN_CONFIG=/design/flow/config.mk WORK_HOME=/design/flow/orfs finish
==> reports/metrics.yaml <==
status: "completed"
yosys_warnings: 1
layout-drive-gt1-share_pct: 24.14
post-route-util_pct: 39.02
post-route-cell-area_mm2: 0.003814
first_pass_grt_wire_length_um: 10210
critical_path_peak_fanout: 6
netlist_area_mm2: 0.003023
max-vdd-ir-drop_mv: 0.1665
met3WireLength_um: 644
cts.clk_slew.worst_paths_ns: 0.06
critical_path_start_end_classification: "in -> out"
vias_per_cell: 4.563
chip_area_mm2: 0.01048
period_used_pct: 97.71
routed-via-count: 1798
warnings: 25
synthDistinctLibCells: 26
synth_cells: 199
worst_path_most_repeated_cell: "sky130_fd_sc_hd__clkdlybuf4s50_1"
cts.root.buffer_cell: "sky130_fd_sc_hd__clkbuf_8"
timing_worst_slew_pin_value_ns: 0.7423
finalWorstSetupSlack_ns: 0.06634
setup_viol: 0
total_leakage_power_uw: 0.001434
max_cap_violations: 0
drc: 0
registers.top_by_ff_count: "regf"
max_freq_ghz: 0.3529
timing.max_slew.rel_slack_pct: 50.33
antennaDiodeCount: 0
antenna_found_initial: 0
placement.setup.worst_slack_ns: -0.1590
antenna_violating_nets_remaining: 0
detailedRoute.firstPassIterationCount: 4
tritoncts: "yes"
floorplan.core_util_pct: 30.93
fin_crit_ns: 2.834
post_drt_wl_per_cell_um: 17.03
design.core.area_mm2: 0.009774
worst_hold_path_type: "in -> reg"
grt_pass1_vias: 1820
hpwl_um: 4516
globalRouteOverflowTotal: 0
detailroute.wirelength.met2_um: 3063
number_of_flip_flops_in_the_largest_register: 64
placed_cell_area_mm2: 0.003582
ioPinCount: 22
timing_max_transition_violations_final: 0
area.growth.synth_to_final_pct: 26.16
final_tally_of_hold_violations: 0
ys_chip_area_mm2: 0.003023
core.rowCount: 36
totalWireLength_um: 6708
post_synth.cell_area_avg_um2: 15.19
yosysSeqAreaShare_pct: 63.58
worst-path-buf-inv: 4
finalSetupTns_ns: 0
cellPowerDensity_mw_per_mm2: 499.4
worst_ep_required_time_ns: 2.32
highest_layer: "met4"
worst-endpoint-arrival_ns: 2.25
pin_count_of_the_biggest_net_entering_global_routing: 13
crit_path_start_kind: "primary input"
filler_cells_inserted: 929
synth-seq-cells: 64
dr.first_iter.drc_count: 92
die_x_um: 102.4
crit_family: "buffers and inverters"
die-height_um: 102.4
routabilityCongestion: 0.8254
clock-sinks: 64
timing.critical_path.cells: "clkdlybuf4s50_1 -> buf_6 -> buf_4 -> mux2i_1 -> o21ai_1 -> a211o_1 -> clkdlybuf4s50_1"
met1_length_um: 2770
place.port_buffers: 21
slowest_delay_ns: 0.47
total_power_uw: 1905
critPathCaptureType: "output port"
grtUsageTotal_pct: 14.59
crit_slowest_cell: "sky130_fd_sc_hd__clkdlybuf4s50_1"
number_of_h_tree_branching_levels: 3
largestRegisters: "regf (64)"
layout.area.seq_mm2: 0.001922
clock_path_buffers: 2
logic_area_mm2: 0.001032
yosys-stat-cells: 199
cts_buffers: 9
==> stage by stage <==
stage	instances	hold slack (ns)
3_5_place_dp	375	1.406
5_1_grt	394	1.087
6_report	394	1.058
2_1_floorplan	199	0.7782
3_3_place_gp	375	1.405
4_1_cts	392	1.054
==> cell usage after synthesis <==
| cell | number | area share, % |
|---|---|---|
| sky130_fd_sc_hd__edfxtp_1 | 64 | 64 |
| sky130_fd_sc_hd__and2_1 | 64 | 13 |
| sky130_fd_sc_hd__nand3b_1 | 3 | 0.74 |
| sky130_fd_sc_hd__nand3_1 | 2 | 0.33 |
| sky130_fd_sc_hd__mux2_4 | 4 | 2.0 |
| sky130_fd_sc_hd__mux2i_1 | 3 | 0.99 |
| sky130_fd_sc_hd__nor2_1 | 7 | 0.87 |
| sky130_fd_sc_hd__or3b_2 | 1 | 0.29 |
| sky130_fd_sc_hd__buf_12 | 1 | 0.66 |
| sky130_fd_sc_hd__nand2b_1 | 4 | 0.83 |
| sky130_fd_sc_hd__nand4b_1 | 1 | 0.29 |
| sky130_fd_sc_hd__buf_4 | 3 | 0.74 |
| sky130_fd_sc_hd__mux4_2 | 10 | 7.5 |
| sky130_fd_sc_hd__mux4_1 | 3 | 2.6 |
| sky130_fd_sc_hd__inv_1 | 2 | 0.25 |
| sky130_fd_sc_hd__nor3_2 | 2 | 0.66 |
| sky130_fd_sc_hd__buf_2 | 2 | 0.33 |
| sky130_fd_sc_hd__a21oi_1 | 2 | 0.33 |
| sky130_fd_sc_hd__o21ai_0 | 7 | 1.2 |
| sky130_fd_sc_hd__nand2_1 | 8 | 0.99 |
| sky130_fd_sc_hd__clkbuf_1 | 1 | 0.12 |
| sky130_fd_sc_hd__a31o_1 | 1 | 0.29 |
| sky130_fd_sc_hd__o31ai_1 | 1 | 0.25 |
| sky130_fd_sc_hd__o32a_1 | 1 | 0.33 |
| sky130_fd_sc_hd__buf_6 | 1 | 0.37 |
| sky130_fd_sc_hd__a211o_1 | 1 | 0.29 |
==> logic make-up after synthesis <==
logic type      synth area share, %
simple gates                  18.25
buf+inv                       2.483
mux                           13.04
flops                         63.58
compound gates                2.649
==> layout by cell type (no fill, tap or decap), types with 2 or more instances in the layout <==
| cell type | Yosys | final |
|---|---|---|
| sky130_fd_sc_hd__clkbuf_8 | 0 | 9 |
| sky130_fd_sc_hd__buf_12 | 1 | 2 |
| sky130_fd_sc_hd__inv_1 | 2 | 2 |
| sky130_fd_sc_hd__nand2b_1 | 4 | 4 |
| sky130_fd_sc_hd__dlymetal6s2s_1 | 0 | 4 |
| sky130_fd_sc_hd__clkbuf_1 | 1 | 2 |
| sky130_fd_sc_hd__mux4_2 | 10 | 10 |
| sky130_fd_sc_hd__nand2_1 | 8 | 8 |
| sky130_fd_sc_hd__edfxtp_1 | 64 | 64 |
| sky130_fd_sc_hd__clkinv_1 | 0 | 3 |
| sky130_fd_sc_hd__o21ai_0 | 7 | 6 |
| sky130_fd_sc_hd__nand3b_1 | 3 | 3 |
| sky130_fd_sc_hd__nor3_2 | 2 | 2 |
| sky130_fd_sc_hd__and2_1 | 64 | 64 |
| sky130_fd_sc_hd__nor2_1 | 7 | 7 |
| sky130_fd_sc_hd__mux2_4 | 4 | 4 |
| sky130_fd_sc_hd__nand3_1 | 2 | 2 |
| sky130_fd_sc_hd__mux4_1 | 3 | 3 |
| sky130_fd_sc_hd__mux2i_1 | 3 | 3 |
| sky130_fd_sc_hd__buf_6 | 1 | 2 |
| sky130_fd_sc_hd__clkdlybuf4s50_1 | 0 | 16 |
| sky130_fd_sc_hd__buf_4 | 3 | 29 |
==> area by class of cell <==
| cell class | instances | share of cell area [%] |
|---|---|---|
| Clock buffer | 11 | 3.445 |
| Multi-Input combinational cell | 125 | 27.07 |
| Tap cell | 133 | 4.364 |
| Inverter | 2 | 0.1969 |
| Timing Repair Buffer | 56 | 14.24 |
| Clock inverter | 3 | 0.2953 |
| Sequential cell | 64 | 50.39 |
==> final timing paths <==
| path | start | endpoint | slack (ns) | cells after the start |
|---|---|---|---|---|
| worst max-delay path | n[1] | q[2] | 0.07 | 7 |
| worst min-delay path | d[7] | regf[6][7] | 1.06 | 2 |
==> per-layer routing <==
layer / GRT usage (%) / vias up
li1: - / 856
met1: 20.54 / 840
met2: 21.37 / 80
met3: 6.885 / 22
met4: 4.066 / 0
met5: 0 / -
==> timing repair <==
| item | in CTS | in global routing |
|---|---|---|
| hold buffers | 0 | 0 |
| pin swaps | 2 | 0 |
| setup buffers | 2 | 2 |
| gates cloned | 1 | 0 |
| setup endpoints to repair | 7 | 7 |
| resized | 6 | 8 |
==> report_power, final <==
group          internal, µW  leakage [µW]  switching (µW)
combinational           135      0.000749            96.0
sequential             1080      0.000613            13.9
clock                   292     0.0000718             293
total                  1500       0.00143             403
No activity file was given, so power comes from the tool's default toggle rates.
