## flow/run.sh

```bash
#!/bin/bash
# OpenROAD 26Q1-2900-gdf79404cd8, Yosys 0.63+post, stock flow scripts
make -C /OpenROAD-flow-scripts/flow DESIGN_CONFIG=/design/flow/config.mk WORK_HOME=/design/flow/orfs finish
```

## flow/config.mk

```make
export PLATFORM = sky130hd
export DESIGN_NAME = fifo
export DESIGN_NICKNAME = fifo
export VERILOG_FILES = /design/flow/design.v
export SDC_FILE = /design/flow/constraint.sdc
export NUM_CORES = 4
export LEC_CHECK = 1
export CORE_UTILIZATION = 40
```

## flow/constraint.sdc

```tcl
current_design fifo

set clk_period 6.2
set clk_io_pct 0.2

create_clock -name clk0 -period $clk_period [get_ports {clk}]

set non_clock_inputs [all_inputs -no_clocks]
set_input_delay [expr $clk_period * $clk_io_pct] -clock clk0 $non_clock_inputs
set_output_delay [expr $clk_period * $clk_io_pct] -clock clk0 [all_outputs]
```

## flow/design.v

```verilog
`timescale 1ns / 1ps
module fifo(d, rd, wr, clk, rst, q, full, empty);
    input[7:0] d;
    input rd, wr, clk, rst;
    output[7:0] q;
    output full, empty;
    reg[7:0] mem[15:0];
    reg[15:0] val;
    reg[3:0] rdc, wrc;
    integer  i;
    always @(posedge clk) begin
        if(rst == 1'b0) begin
            for(i=0; i<16; i=i+1)
                mem[i] <= 8'h00;
            val <= 16'h0000;
            rdc <= 4'h0;
            wrc <= 4'h0;
        end else begin
            if(wr == 1'b1 && full == 1'b1) begin
                mem[wrc] <= d;
                val[wrc] <= 1'b1;
                wrc <= wrc + 1'b1;
            end
            if(rd == 1'b1 && empty == 1'b0) begin
              val[rdc] <= 1'b0;
              rdc <= rdc + 1'b1;
            end
        end        
    end
        assign q = mem[rdc];
        assign full = &val;
        assign empty = ~|val;
endmodule
```

==> results.tsv <==
stage	metric	value	unit
clocking	CTS tree	yes	
logic_synthesis	area share, top type	0.551	
logic_synthesis	Async S/R FF share, synth	0	
sta	unrepaired setup endpoints after global routing	false	
logic_synthesis	Yosys Chip Area	6980	µm²
sta	Final Max Tran Viols	0	
clocking	CTS resizes	0	
die	FP Util	0.415	
sta	Fin Clk Skew	4.45	ps
logic_synthesis	biggest area cells	edfxtp_1, mux4_2, dfxtp_1	
logic_synthesis	Syn Area/Cell	12.6	µm²
critical_path	kind of critical path	reg2out	
grt	gr ovfl total	0	
placed_design	PortBufs	21	
logic_synthesis	Yosys reg bits	156	
logic_synthesis	leading area contributor after synthesis	edfxtp_1	
routing	First-pass DRT Iterations	5	
die	chip footprint	18000	µm²
grt	largest net degree at the start of global routing	45	
sta	Worst slew margin	0.419	
finish	FF/Latch Area	4410	µm²
die	Rows	47	
routing	1st-iter DRT viols	316	
logic_synthesis	Top FF cell, synth	edfxtp_1	
logic_synthesis	Synth warnings	1	
sta	Tcrit/Tclk final	0.632	
power	total power	0.00230	W
routing	Vias/cell	5.66	
logic_synthesis	Synth Area in Adders	0.0161	
finish	layout cell share with drive strength beyond 1	0.156	
critical_path	critical path fanouts, max	21	
logic_synthesis	Post-synth EDFFs	128	
power	Max VDD drop	0.000260	V
routing	DR DRC count	0	
outcome	outcome	complete, no violations	
logic_synthesis	synthesized instance count	552	
routing	Routed WL	17500	µm
sta	hold slack	440	ps
critical_path	CP Launch Type	flop	
clocking	Sink Count	156	
sta	Slew @ Worst Pin	868	ps
critical_path	slowest stage cell, crit path	or4_1	
clocking	Skew-Pair Late Insertion Delay	420	ps
logic_synthesis	multiplexer share of the synthesized area	0.105	
die	I/O pin cnt	22	
critical_path	CP bufs+invs	2	
sta	Final Hold Violating Endpoints	0	
power	P_leak	2.64	nW
clocking	Num CTS Buffers	17	
die	die height	134	µm
flow_run	Log Warnings	32	
logic_synthesis	ys cells	552	
finish	MI comb area	2360	µm²
die	die width	134	µm
sta	setup TNS	0	ps
routing	via count of the routed design	4573	
routing	Diodes inserted	0	
critical_path	Cell Chain, Critical Path	nand4_1, or4_1, inv_1, clkdlybuf4s50_1	
die	CORE AREA	16800	µm²
logic_synthesis	yosys xor share	0.00251	
power	PwrDens	288	nW/µm²
sta	final setup vio count	0	
logic_synthesis	distinct cell type count after synthesis	36	
grt	vias in the first global route	4689	
finish	Layout area overhead	14.6	%
clocking	Root Driver	clkbuf_16	
logic_synthesis	simple share	0.154	
clocking	cts hold-fix bufs	0	
clocking	maximum clock path buffer count	2	
placed_design	hpwl dp	11200	µm
grt	GRT Total Usage	0.223	
logic_synthesis	dominant kind of combinational cell	simple AND/OR/NAND/NOR gates	
critical_path	kind of cell adding the most delay to the critical path	buffers and inverters	
logic_synthesis	Syn Std Cell Area	6980	µm²
flow_run	MaxCap Viol Count	0	
critical_path	Worst Path Required	4960	ps
logic_synthesis	Complex Gates by Area	0.0606	
critical_path	max incr delay on CP	600	ps
routing	wire per inst	21.6	µm
finish	Fillers	1460	
placed_design	Placer Congestion	0.878	
logic_synthesis	sequential-to-total area share from yosys stat	0.631	
critical_path	CP Capture Type	primary output	
clocking	H-tree levels	4	
grt	initial antenna violation count	0	
grt	first-pass GRT wire length	27300	µm
sta	fmax	255	MHz
critical_path	Worst Path Arrival	2680	ps
sta	Final min period	3920	ps
routing	post-route ant nets	0	
clocking	Post-CTS Setup Bufs	0	
worst_hold_path	worst min-delay path class	reg2reg	
clocking	clock-pin slew on the worst setup and hold paths	60	ps
## layout by cell type (no fill, tap or decap), types with 11 or more instances in the layout
cell type        synthesis  routed
mux4_2                  32      32
o21ai_0                 11      11
clkdlybuf4s50_1          0      21
nand2_1                 76      76
a22oi_1                 16      16
buf_4                    0      17
edfxtp_1               128     128
dfxtp_1                 28      27
nor2_1                 136     136
clkbuf_16                0      17
a21oi_1                 16      16
## area by class of cell
type / count / share of cell area
sequential: 156 / 0.551
timing repair buffer: 38 / 0.0422
inverter: 10 / 0.00469
multi-input combinational: 352 / 0.295
tap: 220 / 0.0344
clock buffer: 18 / 0.0537
clock inverter: 14 / 0.0189
## synth_stat cells, drive strengths merged (9+ instances only)
cell type and count:
o21ai 11, nand2 76, buf 16, nand4 14
edfxtp 128, ha 9, a21oi 20, clkbuf 18
dfxtp 28, a22oi 16, inv 10, mux4 32
nor2 136
## where the power goes
group	switching, W	internal [W]
clock	0.000401	0.000626
combinational	0.0000521	0.0000332
sequential	0.0000147	0.00117
total	0.000468	0.00183
## sequential cells by signal, summed over array words and instances (netlist names), named ones only
signal and cells:
rdc 4, mem 128, wrc 4, val 16
## per-stage QoR
step                area [µm²]  std cells  worst slack, ps  utilization
floorplan                 6980        552             3140            -
global placement          7420        776             2650        0.441
detailed placement        7420        776             2660        0.441
CTS                       8000        808             2210        0.476
global route              8000        808             2130        0.476
finish                    8000        808             2280        0.476
## cell families after synthesis
| family | after synthesis |
|---|---|
| fa+ha+maj | 9 |
| simple gates | 248 |
| mux | 33 |
| flops | 156 |
| compound gates | 60 |
| buf+inv | 44 |
| xor+xnor | 2 |
## path summary, 6_finish.rpt
check / end / depth (start not counted) / startpoint / slack (ps)
worst max-delay path: full / 4 / val[2] / 2280
worst min register to register: val[6] / 2 / val[6] / 440
worst min-delay path: val[6] / 2 / val[6] / 440
worst max register to register: mem[11][3] / 4 / val[2] / 3430
## routing by layer
| layer | part of all wire | vias to the layer above | GRT usage | routed length [µm] |
|---|---|---|---|---|
| met2 | 0.46 | 254 | 0.323 | 8100 |
| met4 | 0.019 | 0 | 0.0350 | 329 |
| met5 | 0 | - | 0.0167 | 0 |
| li1 | - | 2063 | - | - |
| met3 | 0.14 | 27 | 0.143 | 2390 |
| met1 | 0.38 | 2229 | 0.302 | 6650 |
## tightest hold or removal path, stage by stage, from the launching register on
cell and delay (ps):
dfxtp_1 310, nand2_1 50, a21oi_1 30
Power is estimated from default activity; no workload was simulated.
